==> flow/design.v <==
module  arena ( input         Clk,                 
                             Reset,               
                             frame_clk,           
					input [2:0]   Game_State,
					input [7:0]   keycode,
					output logic [9:0] Blue_X_real, Blue_Y_real, Red_X_real, Red_Y_real,
               output logic [7:0] Blue_X, Blue_Y, Red_X, Red_Y,
					output logic [1:0] Blue_dir, Red_dir
              );
    parameter [9:0] Arena_X_Spawn_blue = 10'd40;   
	 parameter [9:0] Arena_X_Spawn_red = 10'd400;   
    parameter [9:0] Arena_Y_Spawn = 10'd240;   
    parameter [9:0] Bike_X_Step = 10'd2;       
    parameter [9:0] Bike_Y_Step = 10'd2;       
	 parameter [9:0] Bike_Size = 10'd16;       
	 logic [9:0] Blue_X_reg, Blue_Y_reg, Blue_X_M, Blue_Y_M, Red_X_reg, Red_Y_reg, Red_X_M, Red_Y_M;
	 logic [9:0] Blue_X_new, Blue_Y_new, Blue_X_M_new,Blue_Y_M_new, Red_X_new, Red_Y_new, Red_X_M_new, Red_Y_M_new;
	 enum logic [1:0] {up, down, left, right} Blue_dir_reg, Red_dir_reg, Blue_dir_new, Red_dir_new;
	 assign Blue_X_real = Blue_X_reg;
	 assign Blue_Y_real = Blue_Y_reg;
	 assign Red_X_real = Red_X_reg;
	 assign Red_Y_real = Red_Y_reg;
	 assign Blue_X = Blue_X_reg/4;
	 assign Blue_Y = Blue_Y_reg/4;
	 assign Red_X = Red_X_reg/4;
	 assign Red_Y = Red_Y_reg/4;
	 assign Blue_dir = Blue_dir_reg;
	 assign Red_dir  = Red_dir_reg;
    logic frame_clk_delayed, frame_clk_rising_edge;
    always_ff @ (posedge Clk) 
	 begin
        frame_clk_delayed <= frame_clk;
        frame_clk_rising_edge <= (frame_clk == 1'b1) && (frame_clk_delayed == 1'b0);
    end
    always_ff @ (posedge Clk)
    begin
        if (Reset || (Game_State == 3'b01))
        begin
            Blue_X_reg <= Arena_X_Spawn_blue;
            Blue_Y_reg <= Arena_Y_Spawn;
            Blue_X_M <= Bike_X_Step;
            Blue_Y_M <= 10'd0;
				Blue_dir_reg <= right;
        end
        else if (Game_State == 3'b10)
        begin
            Blue_X_reg <= Blue_X_new;
            Blue_Y_reg <= Blue_Y_new;
            Blue_X_M <= Blue_X_M_new;
            Blue_Y_M <= Blue_Y_M_new;
				Blue_dir_reg <= Blue_dir_new;
        end
    end
    always_ff @ (posedge Clk)
    begin
        if (Reset || (Game_State == 3'b1))
        begin
            Red_X_reg <= Arena_X_Spawn_red;
            Red_Y_reg <= Arena_Y_Spawn;
            Red_X_M <= ~(Bike_X_Step) + 1'b1;
            Red_Y_M <= 10'd0;
				Red_dir_reg <= left;		
        end
        else if (Game_State == 3'b10)
        begin
            Red_X_reg <= Red_X_new;
            Red_Y_reg <= Red_Y_new;
            Red_X_M <= Red_X_M_new;
            Red_Y_M <= Red_Y_M_new;
				Red_dir_reg <= Red_dir_new;
        end
    end
    always_comb
    begin
		  Blue_X_new = Blue_X_reg;
		  Blue_Y_new = Blue_Y_reg;
		  Blue_X_M_new = Blue_X_M;
		  Blue_Y_M_new = Blue_Y_M;
		  Blue_dir_new = Blue_dir_reg;
        if (frame_clk_rising_edge)
        begin
				if(keycode == 8'h1A && ((Blue_X_reg / 4) * 4 == Blue_X_reg))
					begin
						Blue_X_M_new = 10'd0;
						Blue_Y_M_new = (~(Bike_Y_Step) + 1'b1);   
						Blue_dir_new = up;
					end
				else if(keycode == 8'h04 && ((Blue_Y_reg / 4) * 4 == Blue_Y_reg))
					begin
						Blue_Y_M_new = 10'd0;
						Blue_X_M_new = (~(Bike_X_Step) + 1'b1);   
						Blue_dir_new = left;
					end
				else if (keycode == 8'h16 && ((Blue_X_reg / 4) * 4 == Blue_X_reg))
					begin
						Blue_X_M_new = 10'd0;
						Blue_Y_M_new = Bike_Y_Step;
						Blue_dir_new = down;
					end
				else if (keycode == 8'h07 && ((Blue_Y_reg / 4) * 4 == Blue_Y_reg))
					begin
						Blue_Y_M_new = 10'd0;
						Blue_X_M_new = Bike_X_Step;
						Blue_dir_new = right;
					end
            Blue_X_new = Blue_X_reg + Blue_X_M;
            Blue_Y_new = Blue_Y_reg + Blue_Y_M;
        end
    end
	 always_comb
    begin
		  Red_X_new = Red_X_reg;
		  Red_Y_new = Red_Y_reg;
		  Red_X_M_new = Red_X_M;
		  Red_Y_M_new = Red_Y_M;
		  Red_dir_new = Red_dir_reg;
        if (frame_clk_rising_edge)
        begin
				if(keycode == 8'h52 && ((Red_X_reg / 4) * 4 == Red_X_reg))
					begin
						Red_X_M_new = 10'd0;
						Red_Y_M_new = (~(Bike_Y_Step) + 1'b1);   
						Red_dir_new = up;
					end
				else if(keycode == 8'h50 && ((Red_Y_reg / 4) * 4 == Red_Y_reg))
					begin
						Red_Y_M_new = 10'd0;
						Red_X_M_new = (~(Bike_X_Step) + 1'b1);   
						Red_dir_new = left;
					end
				else if (keycode == 8'h51 && ((Red_X_reg / 4) * 4 == Red_X_reg))
					begin
						Red_X_M_new = 10'd0;
						Red_Y_M_new = Bike_Y_Step;
						Red_dir_new = down;
					end
				else if (keycode == 8'h4f && ((Red_Y_reg / 4) * 4 == Red_Y_reg))
					begin
						Red_Y_M_new = 10'd0;
						Red_X_M_new = Bike_X_Step;
						Red_dir_new = right;
					end
            Red_X_new = Red_X_reg + Red_X_M;
            Red_Y_new = Red_Y_reg + Red_Y_M;
        end
    end
endmodule
==> flow/run.sh <==
#!/bin/bash
# OpenROAD 26Q1-2900-gdf79404cd8, Yosys 0.63+post, stock flow scripts
make -C /OpenROAD-flow-scripts/flow DESIGN_CONFIG=/design/flow/config.mk WORK_HOME=/design/flow/orfs finish
==> flow/config.mk <==
export PLATFORM = sky130hd
export DESIGN_NAME = arena
export DESIGN_NICKNAME = arena
export VERILOG_FILES = /design/flow/design.v
export SDC_FILE = /design/flow/constraint.sdc
export NUM_CORES = 4
export LEC_CHECK = 1
export CORE_UTILIZATION = 50
==> flow/constraint.sdc <==
current_design arena

set clk_period 2.8
set clk_io_pct 0.2

create_clock -name clk0 -period $clk_period [get_ports {Clk}]

set non_clock_inputs [all_inputs -no_clocks]
set_input_delay [expr $clk_period * $clk_io_pct] -clock clk0 $non_clock_inputs
set_output_delay [expr $clk_period * $clk_io_pct] -clock clk0 [all_outputs]
==> flow_summary.json <==
{
  "outcome": "completed",
  "hold_viol_final": 0,
  "ys_warn_count": 1,
  "yosysChipArea_um2": 3388,
  "end_kind": "flip-flop",
  "first_iter_violations": 118,
  "ff_type": "dfxtp_1",
  "dieHeight_um": 84.32,
  "via_count": 2815,
  "tns_ns": 0,
  "ys_seq_elements": 48,
  "antenna_left": 0,
  "diodes": 0,
  "seqPwrFrac_pct": 57.7,
  "area_growth_pct": 22.08,
  "synth-async-reset-ratio_pct": 0,
  "fp-utilization_pct": 52.46,
  "clkLatencyLatePin_ns": 0.30,
  "switching_power_mw": 0.2901,
  "finClkSkew_ns": 0.002690,
  "vias_per_cell": 5.424,
  "grt_pass1_wl_um": 11950,
  "grt.total_usage_pct": 20.70,
  "r2r_start": "Red_Y_reg[1]",
  "ys_cells": 394,
  "timing.fmax_ghz": 0.4155,
  "finalMaxSlewViolations": 0,
  "p_leak_nw": 1.669,
  "finalCritPeriodShare_pct": 85.95,
  "rows": 29,
  "peakVddDrop_mv": 0.1863,
  "critPathLaunchType": "flip-flop",
  "timing.setup.critical_path_class": "flip-flop to flip-flop",
  "cts_tree": "built",
  "overflow": 0,
  "max-clock-path-buffers": 2,
  "ys_top_cells_by_area": "dfxtp_1, ha_1, buf_4",
  "dpl.hpwl_um": 5011,
  "cp_data_arrival_time_ns": 2.64,
  "cp_max_fo": 6,
  "syn_area_um2": 3388,
  "wl_per_cell_um": 13.26,
  "clkPwrFrac_pct": 31.9,
  "cts-root-buf": "clkbuf_8",
  "rr_worst_depth": 8,
  "yosysSeqAreaShare_pct": 28.36,
  "top_cell_area_share_pct": 28.36,
  "common_cells": "dfxtp_1, a21oi_1, buf_4",
  "grt_pass1_vias": 2511,
  "syn_inst": 394,
  "min_path_cells": 1,
  "required_ns": 3.04,
  "antenna_found_initial": 0,
  "comb_power_share_pct": 10.3,
  "cts_setup_buffers": 0,
  "clkTransAtPathRegs_ns": 0.08,
  "switching_share_pct": 24.05,
  "htree_levels": 2,
  "hold_buffers": 0,
  "cts-buffers-inserted": 5,
  "io_pins": 90,
  "drc": 0,
  "top_cell": "dfxtp_1",
  "die_w_um": 84.32,
  "grt_max_degree": 53,
  "hold_class": "flip-flop to flip-flop",
  "rrSetupSlack_ns": 0.39,
  "edf_count": 0,
  "p_int_mw": 0.9164,
  "layout_setup_ws_ns": 0.3934,
  "worstReg2RegEnd": "Red_Y_reg[9]",
  "place_congestion": 0.8543,
  "drt-pass1-iter-count": 26,
  "warnings": 26,
  "dieArea_um2": 7110,
  "synth.distinct_cells": 54,
  "syn_avg_cell_area_um2": 8.600,
  "dp_slack_ns": 0.2458,
  "cts.repair.resized": 0,
  "core_area_um2": 6459,
  "largest_area_cell": "dfxtp_1",
  "wl_um": 6883,
  "drive_above_1_share_pct": 5.882,
  "fin_crit_ns": 2.407,
  "cts.sinks": 48,
  "min_from": "frame_clk_delayed",
  "min_to": "frame_clk_rising_edge",
  "port_buffers": 85,
  "rsz0062_at_grt": "no",
  "p_per_area_nw_per_um2": 291.7,
  "max-cap-violations": 0,
  "setup_viol": 0
}
-- layout by cell type, fill, tap and decap left out, types with 11 or more instances in the layout --
cell type | synthesis | final
nand2_1 | 37 | 37
nor2_1 | 20 | 20
xnor2_1 | 14 | 14
clkdlybuf4s50_1 | 0 | 85
o21ai_0 | 19 | 19
xor2_1 | 12 | 12
a21oi_1 | 42 | 42
o211ai_1 | 13 | 13
dfxtp_1 | 48 | 48
inv_1 | 11 | 11
ha_1 | 32 | 32
-- power groups by stage --
stage | registers, mW | logic (mW) | clock network (mW)
final | 0.697 | 0.124 | 0.385
after global routing | 0.698 | 0.137 | 0.423
after CTS | 0.697 | 0.125 | 0.404
-- per-stage QoR --
stage               cell area (µm²)  total power, mW  hold WS (ns)  instances  utilization [%]
floorplan                      3400           0.7813        0.3674        397                -
global placement               4068           0.8371        0.3701        514            62.98
detailed placement             4068           0.8374        0.3747        514            62.98
CTS                            4136            1.226        0.3866        519            64.04
global route                   4136            1.259        0.3897        519            64.04
finish                         4136            1.207        0.3839        519            64.04
-- layer usage --
metal,vias to the layer above,global-route usage [%],routed length (µm)
met5,-,0,0
met4,0,1.724,49
met3,5,2.888,344
met2,80,32.86,2989
met1,1264,32.20,3500
li1,1466,-,-
-- worst max-delay path, stage by stage, from the launching register on --
cell and delay (ns):
dfxtp_1 0.37, ha_1 0.25, fa_1 0.43, a211oi_1 0.27, o21ai_0 0.20, o31ai_1 0.27, xor2_1 0.11, or3_1 0.32
a21oi_1 0.13
-- cells by family (layout without fill, tap and decap cells) --
logic type	after synthesis	count (layout)	synth area share (%)
xor gates and xnor gates	26	26	6.721
muxes	4	4	1.219
adders and majority gates	36	36	14.18
DFF	48	48	28.36
and+or+nand+nor	109	109	17.73
other	1	4	0.1107
AOI/OAI and AO/OA	107	107	19.72
buffers and inverters	63	108	11.96
-- area by class of cell --
type | count | area (µm²)
Fill cell | 543 | 2322
Multi-Input combinational cell | 286 | 2053
Sequential cell | 48 | 960.9
Timing Repair Buffer | 92 | 915.9
Tap cell | 77 | 96.34
Clock buffer | 5 | 68.82
Inverter | 11 | 41.29
-- how the worst max path moves through the flow --
stage	start	end	slack, ns
CTS	Red_Y_reg[1]	Red_Y_reg[9]	0.42
global route	Red_Y_reg[1]	Red_Y_reg[9]	0.24
finish	Red_Y_reg[1]	Red_Y_reg[9]	0.39
Power figures rest on the tool's default switching activity, not on a simulated workload.
