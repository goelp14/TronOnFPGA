`flow/config.mk`:
```
export PLATFORM = sky130hd
export DESIGN_NAME = sram_controller
export DESIGN_NICKNAME = sram_controller
export VERILOG_FILES = /design/flow/design.v
export SDC_FILE = /design/flow/constraint.sdc
export NUM_CORES = 4
export LEC_CHECK = 1
export CORE_AREA = 10 10 90 90
export DIE_AREA = 0 0 100 100
```
`flow/constraint.sdc`:
```
current_design sram_controller

set clk_period 1.4
set clk_io_pct 0.2

create_clock -name clk0 -period $clk_period [get_ports {Clk}]

set non_clock_inputs [all_inputs -no_clocks]
set_input_delay [expr $clk_period * $clk_io_pct] -clock clk0 $non_clock_inputs
set_output_delay [expr $clk_period * $clk_io_pct] -clock clk0 [all_outputs]
```
`flow/design.v`:
```
module sram_controller(
	input logic Clk, Reset, Read,
	input logic [19:0] addr_in,
	output logic CE, UB, LB, OE, WE,  
	output logic done_r,  
	output logic [15:0] OUTPUT_DATA,  
	output logic [19:0] ADDR,  
	input wire [15:0] Data  
);
logic [15:0] readData, newreadData;
assign CE = 1'b0;
assign UB = 1'b0;
assign LB = 1'b0;
assign WE = 1'b1;
assign ADDR = addr_in;
enum logic [2:0] {idle, setaddr, read, done, read1} state, nextState;
assign OUTPUT_DATA = readData;
always_ff @ (posedge Clk)
begin
	if (Reset)
	begin
		state <= idle;
		readData <= 16'b0;
	end
	else
	begin
		state <= nextState;
		readData <= newreadData;
	end
end
always_comb
begin
	nextState = state;
	unique case (state)
		idle:
			if (Read)
				nextState = setaddr;
		setaddr: 
			nextState = read;
		read:
			nextState = read1;
		read1:
			nextState = done;
		done:
			nextState = idle;
		default : 
			nextState = idle;
	endcase
end
always_comb
begin
	OE = 1'b1;
	done_r = 1'b0;
	unique case (state)
		idle:
			newreadData = 16'h3333;
		read:
			begin
				OE = 1'b0;
				newreadData = Data;
			end
		done:
			begin
				OE = 1'b0;
				done_r = 1'b1;
				newreadData = Data;
			end
		read1:
			begin
				OE = 1'b0;
				done_r = 1'b1;
				newreadData = Data;
			end
		default: 
			newreadData = 16'h5555;
	endcase
end
endmodule
```
`flow/run.sh`:
```
#!/bin/bash
# OpenROAD 26Q1-2900-gdf79404cd8, Yosys 0.63+post, stock flow scripts
make -C /OpenROAD-flow-scripts/flow DESIGN_CONFIG=/design/flow/config.mk WORK_HOME=/design/flow/orfs finish
```
==> run summary <==
status = finished with violations
failing checks = negative setup slack
DIE WIDTH = 100 um
Port Buffers = 36
DP HPWL = 1850 um
GRT Total Usage = 0.0451
Final Wtd Congestion = 0.714
CTS buffer count = 3
Internal Power = 963 uW
Vias per Instance = 3.15
Ports = 81
crit path capture type = primary output
RSZ-0062 raised after global routing = yes
overall routed net length = 2260 um
FILL cells = 685
Die Y = 100 um
Antenna Cells = 0
GR peak layer = met2
CTS Root Cell = clkbuf_8
initial antenna violation count = 0
vias in the first global route = 686
dpl ws = -0.145 ns
CTS max path bufs = 2
GR Util met3 = 0.0305
switching share of power = 0.214
crit path cell chain = or3_4, inv_2, buf_6
chip area = 10000 um2
period utilization = 1.00
Area growth, synth to finish = 49.7%
total core area = 6280 um2
DRT Pass-1 Iters = 3
Synth Seq Share = 0.497
NetSw = 261 uW
final hold slack = 0.449 ns
Final Non-Filler Cells = 192
cell area after synthesis = 846 um2
worst hold path class = flip-flop to flip-flop
post-route cell area = 1270 um2
GRT overflow = 0
Startpoint Class = flip-flop
count of mapped cells out of synthesis = 88
yosys stat area = 846 um2
Yosys Warn Count = 1
TritonCTS clock tree = built
Lkg Pwr = 0.000499 uW
Netlist cell types = 18
Critical-path top delay cell = or3_4
FP Rows = 29
PD cells = 967 nW/um2
Max-cap violations = 0
post-route minimum period = 1.40 ns
Tool Warnings = 27
Arrival @ worst endpoint = 1.12 ns
drt initial violations = 15
clk slew on worst S/H paths = 0.08 ns
first-pass GRT wire length = 3650 um
Final WS setup = -0.000243 ns
met2 Use GR = 0.0657
FP Util = 0.135
DR WL/cell = 11.8 um
Mean Syn Cell Area = 9.61 um2
number of cells in Yosys stat = 88
placed cells = 185
crit path max fanout = 2
Seq pwr share = 0.525
CTS H-tree lvls = 1
Final Hold Fails = 0
peak supply drop = 297 uV
Layout Skew = 0.00360 ns
final setup violating endpoints = 1
Synth flops = 21
Crit Path Category = flip-flop to primary output
max-slew violation count = 0
via count = 605
number of routed nets with antenna violations = 0
Crit path largest cell delay = 0.39 ns
clock power share = 0.323
worst path required time = 1.12 ns
logic gate share of total power = 0.152
CTS Sinks = 21
share of cells above drive strength 1 = 0.217
Post-DP Area = 1180 um2
pin count of the biggest net entering global routing = 13
Post-route DRC = 0
clk ins delay skew pair = 0.26 ns
Max Freq = 0.714 GHz
CTS Hold Buffers Added = 0
M1 GR Usage = 0.0535
## power groups by stage
stage | logic, uW | registers [uW] | clock network, uW
final | 186 | 643 | 395
after global routing | 209 | 648 | 460
after CTS | 192 | 643 | 425
## layer usage
metal  vias to the layer above  wire (um)
met5                         -          0
met4                         0         24
met3                         5        368
met2                        27        908
met1                       260        959
li1                        313          -
## Yosys cell counts, drive strengths merged
library cell / number / share of area
or4: 1 / 0.013
or3: 1 / 0.0074
o31ai: 4 / 0.036
nor2: 5 / 0.022
conb: 2 / 0.0089
a21oi: 8 / 0.047
o21ai: 4 / 0.024
nor3b: 4 / 0.036
a211o: 1 / 0.010
nand2b: 5 / 0.037
dfxtp: 21 / 0.50
or2: 1 / 0.0074
nor2b: 3 / 0.022
buf: 26 / 0.22
inv: 2 / 0.0089
## critical path: cells and delay by family (launching register included)
kind	cells	cell delay [ns]
flip-flops	1	0.32
AND/OR/NAND/NOR	1	0.39
buffers and inverters	2	0.15
## cells in the final DEF, fill, tap and decap left out
cell type / instances
conb_1: 4
a211o_1: 1
inv_1: 1
clkdlybuf4s50_1: 34
buf_4: 9
or2_4: 1
buf_6: 3
clkinv_2: 1
o31ai_1: 4
nor3b_1: 4
nor2b_1: 3
a21oi_1: 8
nor2_1: 5
inv_2: 1
buf_2: 1
o21ai_0: 4
or3_4: 1
nand2b_1: 5
clkbuf_8: 3
dfxtp_1: 17
or4_4: 1
dfxtp_2: 4
## sequential cells by signal, summed over array words and instances, names as in the netlist
name      flops
readData     16
state         5
## path summary, 6_finish.rpt
| check | slack (ns) | to | cells past startpoint | start |
|---|---|---|---|---|
| max | -0.0002 | OE | 3 | state[2] |
| min | 0.45 | state[2] | 1 | state[3] |
| min reg2reg | 0.45 | state[2] | 1 | state[3] |
| max reg2reg | 0.08 | readData[6] | 4 | state[1] |
## through the flow
stage | setup TNS, ns | utilization | total power (uW)
2_1_floorplan | 0 | - | 737
3_3_place_gp | -0.156 | 0.188 | 839
3_5_place_dp | -0.164 | 0.188 | 840
4_1_cts | -0.0300 | 0.201 | 1260
5_1_grt | -0.0554 | 0.202 | 1320
6_report | -0.000243 | 0.202 | 1220
## layout make-up
class | count | area (um2) | area share
Clock inverter | 1 | 5.00 | 0.00395
Inverter | 2 | 7.51 | 0.00593
Clock buffer | 3 | 41.3 | 0.0326
Multi-Input combinational cell | 41 | 244 | 0.193
Timing Repair Buffer | 47 | 447 | 0.353
Tap cell | 77 | 96.3 | 0.0761
Sequential cell | 21 | 425 | 0.336
## timing repair
action | CTS | global route
gates resized | 13 | 3
setup buffers | 5 | 0
pin swaps | 1 | 1
setup endpoints to repair | 2 | 7
## kinds of logic after synthesis
| group | Yosys count | synth area share |
|---|---|---|
| DFF | 21 | 0.497 |
| AOI/OAI and AO/OA | 17 | 0.117 |
| other | 2 | 0.00888 |
| and+or+nand+nor | 20 | 0.145 |
| buffers and inverters | 28 | 0.232 |
No activity file was given, so power comes from the tool's default toggle rates.
