`flow/run.sh`:
```
#!/bin/bash
# OpenROAD 26Q1-2900-gdf79404cd8, Yosys 0.63+post, stock flow scripts
make -C /OpenROAD-flow-scripts/flow DESIGN_CONFIG=/design/flow/config.mk WORK_HOME=/design/flow/orfs finish
```
`flow/config.mk`:
```
export PLATFORM = sky130hd
export DESIGN_NAME = load_background
export DESIGN_NICKNAME = load_background
export VERILOG_FILES = /design/flow/design.v
export SDC_FILE = /design/flow/constraint.sdc
export NUM_CORES = 4
export LEC_CHECK = 1
export CORE_UTILIZATION = 50
```
`flow/constraint.sdc`:
```
current_design load_background

set clk_period 4.3
set clk_io_pct 0.2

create_clock -name clk0 -period $clk_period [get_ports {Clk}]

set non_clock_inputs [all_inputs -no_clocks]
set_input_delay [expr $clk_period * $clk_io_pct] -clock clk0 $non_clock_inputs
set_output_delay [expr $clk_period * $clk_io_pct] -clock clk0 [all_outputs]
```
`flow/design.v`:
```
module load_background(
	input logic Clk, Reset, load, SRAM_done, 
	input logic [2:0] BG_Sel,
	input logic [2:0] Game_State,
	input logic [15:0] DATA_IN,
	output logic writing, reading,  
	output logic [19:0] ADDR,      
	output logic [18:0] addr_OCM,  
	output logic [15:0] DATA_OUT
);
logic [15:0] SRAM_OUT_DATA;
logic [19:0] OFFSET, address, nextaddr;
logic [18:0] OCM_addr_reg, OCM_addr_new;
enum logic [2:0] {idle, pause, read, write, done} state, nextState;
always_ff @ (posedge Clk)
begin
	unique case (BG_Sel)
		3'b000: OFFSET <= 20'd0;
		3'b001: OFFSET <= 20'd153601;
		3'b010: OFFSET <= 20'd307202;
		3'b011: OFFSET <= 20'd460803;
		3'b100: OFFSET <= 20'd614404;
		default: OFFSET <= 20'd0;
	endcase
end
always_ff @ (posedge Clk)
begin
	if (Reset)
		state <= idle;
	else
		state <= nextState;
end
always_ff @ (posedge Clk)
begin
	if (Reset)
		begin
		address <= 20'd0;
		OCM_addr_reg <= 19'd0;
		end
	else
		begin
		address <= nextaddr;
		OCM_addr_reg <= OCM_addr_new;
		end
end
always_comb 
begin
	nextState = state;
	unique case (state)
		idle:
			if (load)
				nextState = pause;
		pause: nextState = read;
		read:
			if (DATA_IN > 16'hF000)  
				nextState = done;
			else if (SRAM_done)
				nextState = write;
		write:
			nextState = read;
		done:
			if (~load)
				nextState = idle;
		default:
			nextState = idle;
	endcase
end
always_comb 
begin
	writing = 0;
	reading = 0;
	nextaddr = address;
	OCM_addr_new = OCM_addr_reg;
	DATA_OUT = 16'b0;
	unique case (state)
		idle:
			begin
			nextaddr = OFFSET;
			OCM_addr_new = 19'd0;
			end
		pause:
			begin
			nextaddr = OFFSET;
			OCM_addr_new = 19'd0;
			end
		read:
			begin
				reading = 1'b1;           
				DATA_OUT = SRAM_OUT_DATA;
			end
		write:
		begin
			DATA_OUT = SRAM_OUT_DATA;
			writing = 1'b1;             
			OCM_addr_new = OCM_addr_reg + 19'b1;  
			nextaddr = address + 1'b1;   
		end
		done: ;
		default: ;
	endcase
end
assign SRAM_OUT_DATA = DATA_IN;
assign addr_OCM = OCM_addr_reg;
assign ADDR = address;
endmodule
```
==> impl_metrics.yaml <==
# physical design summary
outcome:
  status: "completed"
sta:
  finalCritPeriodShare_pct: 65.2
  fin_crit_ns: 2.80
  setup_tns_ns: 0
  rsz0062_at_grt: "false"
  drv_slew: 0
  setup_viol: 0
  fin_worst_skew_ns: 0.0155
  hold_viol: 0
  tightest_slew_ns: 0.877
  fmax_mhz: 357
  relSlewSlack_pct: 41.3
worst_setup_path:
  path_max_fanout: 2
  rr_startpoint: "state[4]"
  rr_endpoint: "OCM_addr_reg[18]"
  max_stage_delay_ns: 0.48
  path_common_cell: "clkdlybuf4s50_1"
  rr_worst_depth: 5
  slowest_stage: "clkdlybuf4s50_1"
  worstSetupPathType: "in -> out"
  cp.arrival_ns: 1.94
  r2r_slack_ns: 2.29
  endpoint_kind: "output port"
  cp.required_ns: 3.44
  startpoint_type: "input port"
  path_cells: "clkdlybuf4s50_1 -> nor2b_1 -> clkdlybuf4s50_1"
clock_tree:
  post_cts_buffers: 0
  worstSkewPairLatency_ns: 0.31
  clkSinkCount: 52
  ctsLongestPathBuffers: 2
  hold_buffers: 0
  ctsRootBufferMaster: "clkbuf_8"
  htree_num_levels: 2
  clk_pin_slew_ns: 0.09
  cts_buffers: 5
  cts_tree: "done"
  post_cts_resized: 0
floorplan:
  die_area_um2: 5380
  die-height_um: 73.3
  rows: 25
  floorplan.core_util_pct: 52.8
  dieWidth_um: 73.3
  coreArea_um2: 4820
  ios: 83
power:
  switchingPower_uw: 216
  irDropWorstVdd_mv: 0.227
  netSwitchingFraction_pct: 23.9
  pwr-share-comb_pct: 11.2
  seq_power_share_pct: 56.4
  p_leak_uw: 0.00113
  power_frac_clock_pct: 32.4
  power_density_nw_per_um2: 261
  internal_power_uw: 689
synth:
  adder_share_pct: 0.984
  synthMuxAreaShare_pct: 0.787
  ys_area_um2: 2540
  ys_seq_share_pct: 40.9
  synth_flops: 52
  postSynthAreaPerCell_um2: 8.51
  xor_share_pct: 6.54
  ys_cells: 299
  simple_gate_share_pct: 29.8
  synthCells: 299
  synth.yosys.warnings: 1
  synth_cell_type_count: 50
  ys.flop_type: "dfxtp_1"
  synthArstFlopShare_pct: 0
  syn-cell-area_um2: 2540
  topCombFamilyByArea: "simple AND/OR/NAND/NOR gates"
  edf_count: 0
  aoi_share_pct: 17.4
drt:
  wl_per_cell_um: 13.2
  antenna-diode-count: 0
  route.detailed.drc: 0
  via_per_inst: 5.45
  vias: 2409
  antenna_left: 0
  drt_wl_total_um: 5820
  first_iter_violations: 128
  drt-pass1-iter-count: 4
flow_run:
  cap_violations: 0
  warnings: 30
layout:
  mostFrequentLayoutCells: "clkdlybuf4s50_1, dfxtp_1, nor2_1"
  drive_above_1_share_pct: 5.33
  syn2layout_area_growth_pct: 36.5
  largest_reg_flops: 20
  final_util_pct: 72.1
  mostFrequentLayoutCell: "clkdlybuf4s50_1"
grt:
  antenna_found_initial: 0
  grt_max_degree: 28
  grt_usage_pct: 22.9
  grt_pass1_wl_um: 9570
  gr-total-overflow: 0
  grt_pass1_vias: 2081
worst_hold_path:
  min_to: "address[12]"
  min_path_type: "reg -> reg"
  whs_path_depth: 2
  min_from: "OFFSET[12]"
placed_design:
  dp_hpwl_um: 4150
  io_buffers: 79
  place.gp.congestion: 0.848
power by group through the flow:
stage     clock (uW)  combinational [uW]  sequential [uW]
5_1_grt          319                 113              513
6_report         293                 102              510
4_1_cts          301                 103              510
worst max-delay path by stage:
stage | slack (ns) | from | end | cells after the start
4_1_cts | 1.49 | DATA_IN[15] | DATA_OUT[15] | 3
5_1_grt | 1.41 | DATA_IN[13] | DATA_OUT[13] | 3
6_report | 1.50 | DATA_IN[1] | DATA_OUT[1] | 3
area by class of cell:
| class | instances | area (um^2) |
|---|---|---|
| clock inverter | 2 | 13.8 |
| multi-input combinational | 225 | 1410 |
| fill | 405 | 1350 |
| sequential | 52 | 1040 |
| inverter | 9 | 33.8 |
| clock buffer | 6 | 82.6 |
| timing repair buffer | 81 | 806 |
| tap | 67 | 83.8 |
per-stage QoR:
stage	cell area, um^2	setup slack (ns)	instances	hold WS (ns)	total power, uW
2_1_floorplan	2540	2.41	299	0.432	562
3_3_place_gp	3380	1.45	434	0.449	622
3_5_place_dp	3380	1.41	434	0.454	623
4_1_cts	3470	1.49	442	0.467	914
5_1_grt	3470	1.41	442	0.478	945
6_report	3470	1.50	442	0.464	905
per-layer routing:
metal	up-vias	part of all wire, %	GRT usage [%]
met5	-	0	0
met4	0	1.1	2.35
met3	8	4.9	3.05
met2	69	45	35.4
met1	1093	49	36.7
li1	1239	-	-
worst max-delay path: cells and delay by family:
family / cells / cell delay [ns]
buf+inv: 2 / 0.95
simple gates: 1 / 0.13
cell families after synthesis:
group	Yosys count
mux	2
xor+xnor	19
compound gates	66
simple gates	136
fa+ha+maj	2
flops	52
buf+inv	22
synthesized netlist by cell type, types with 3 or more instances:
| cell type | instances | area [um^2] |
|---|---|---|
| dfxtp_1 | 52 | 1040 |
| nor2_1 | 30 | 113 |
| nor2b_1 | 22 | 138 |
| nand2_1 | 19 | 71.3 |
| a21oi_1 | 16 | 80.1 |
| nand3_1 | 14 | 70.1 |
| o21ai_0 | 13 | 65.1 |
| or3_1 | 11 | 68.8 |
| xnor2_1 | 11 | 96.3 |
| clkbuf_1 | 8 | 30.0 |
| inv_1 | 8 | 30.0 |
| xor2_1 | 8 | 70.1 |
| nor4_1 | 7 | 43.8 |
| a211oi_1 | 6 | 45.0 |
| nand4_1 | 6 | 37.5 |
| a31oi_1 | 5 | 31.3 |
| o31ai_1 | 5 | 37.5 |
| or4_1 | 5 | 37.5 |
| nor3_1 | 4 | 20.0 |
| a21o_1 | 3 | 22.5 |
| a311oi_1 | 3 | 26.3 |
| and3_1 | 3 | 18.8 |
| and4_1 | 3 | 26.3 |
No activity file was given, so power comes from the tool's default toggle rates.
