===== run.sh =====
#!/bin/bash
# OpenROAD 26Q1-2900-gdf79404cd8, Yosys 0.63+post, stock flow scripts
make -C /OpenROAD-flow-scripts/flow DESIGN_CONFIG=/design/flow/config.mk WORK_HOME=/design/flow/orfs finish

===== config.mk =====
export PLATFORM = sky130hd
export DESIGN_NAME = trails2
export DESIGN_NICKNAME = trails2
export VERILOG_FILES = /design/flow/design.v
export SDC_FILE = /design/flow/constraint.sdc
export NUM_CORES = 4
export LEC_CHECK = 1
export CORE_UTILIZATION = 50

===== constraint.sdc =====
current_design trails2

set clk_period 6.1
set clk_io_pct 0.2

create_clock -name clk0 -period $clk_period [get_ports {Clk}]

set non_clock_inputs [all_inputs -no_clocks]
set_input_delay [expr $clk_period * $clk_io_pct] -clock clk0 $non_clock_inputs
set_output_delay [expr $clk_period * $clk_io_pct] -clock clk0 [all_outputs]

===== design.v =====
module trails2 ( input        Clk,                 
                             Reset,               
                             frame_clk,           
					output logic [15:0] write,
					output logic [19:0] trail_addr,
					output logic we,
               input logic [7:0] Blue_X, Blue_Y, Red_X, Red_Y,
					input logic [1:0] Blue_dir, Red_dir,
					input logic [1:0] r_or_b,
					input logic [2:0] Game_State
					);
	logic write_col, write_col_next, offset;
	logic [1:0] Blue_dir_old, Red_dir_old;
	logic [7:0] Blue_X_old, Red_X_old, Blue_Y_old, Red_Y_old;
	logic [1:0] blueline, nextBlueLine, redline, nextRedLine;
	logic [19:0]curr_address_b, next_address_b, curr_address_r, next_address_r, blue_addr, red_addr, w_a1, w_a2, w_a3, w_a4, w_a5, w_a6, w_a7, w_a8, c_a;
	logic [1:0] r_or_b_ff; 
	assign w_a1 = (r_or_b) ? (Red_X + 8)*2 + (Red_Y)*320*4 : (Blue_X + 8)*2 + (Blue_Y)*320*4;
	assign w_a2 = w_a1 + 1;
	assign w_a3 = w_a1 + (320);
	assign w_a4 = w_a1 + (320) + 1;
	assign w_a5 = w_a1 + (320*2);
	assign w_a6 = w_a1 + (320*2) + 1;
	assign w_a7 = w_a1 + (320*3);
	assign w_a8 = w_a1 + (320*3) + 1;
	enum logic [5:0] {one,two,three,four,five,six,seven,eight} state, nextState;
	assign trail_addr = c_a;
	always_ff @ (posedge Clk)
		begin
			if (Reset || Game_State != 3'b10)
				begin
					state <= one;
					offset <= 1'b0;
				end
			else
				begin
					offset <= ~offset;
					state <= nextState;
				end
		end
	always_comb
		begin
			unique case(state)
				one: nextState = two;
				two: nextState = three;
				three: nextState = four;
				four: nextState = five;
				five: nextState = six;
				six: nextState = seven;
				seven: nextState = eight;
				eight: nextState = one;
			endcase
		end
	always_comb
		begin
			unique case(state)
				one: c_a = w_a1;
				two: c_a = w_a3;
				three: c_a = w_a2;
				four: c_a = w_a4;
				five: c_a = w_a5;
				six: c_a = w_a6;
				seven: c_a = w_a7;
				eight: c_a = w_a8;
			endcase
		end
endmodule

==> commit_impl_results.txt <==
Update PnR metrics after Yosys + OpenROAD run

- Outcome: complete, no violations
- Crit end category: output pin
- 0 antenna diodes ended up in the layout.
- Post-Route Skew: between 0.003 and 0.004 ns
- Looking at hold timing, the worst path starts from state[0]$_SDFF_PP0_.
- The synthesis report lists the most area-consuming cells as sky130_fd_sc_hd__ha_1 (16%), sky130_fd_sc_hd__xnor2_1 (6.9%), sky130_fd_sc_hd__buf_4 (4.5%), sky130_fd_sc_hd__nand2_1 (4.3%), sky130_fd_sc_hd__nor2_1 (4.0%).
* Netlist area before placement: between 3000 and 4000 µm²
* Std cell rows: 28
- In the final layout, the fill cell count is ~440.
- Combinational group share of total power: a little under 90%
- Root cell of the clock tree: sky130_fd_sc_hd__clkbuf_8
* Worst setup slack after placement: -0.136 ns
- Clock tree from TritonCTS: done
- Gr usage total: between 20% and 30%
* Startpoint-to-endpoint class of the critical path: in2out
- In the final layout, the registers with the most flip-flops are state: 3 flops.
* Worst setup SP type: input pin
- Post-synthesis, Yosys gives the total cell area as around 3200 µm².
- The detail route stage leaves a number of antenna-violating nets equal to 0.
* RSZ-0062 raised after global routing: yes
- CTS built an H-tree with a depth of 1.
- The flow reports an fmax of around 170 MHz.
- Slew at the pin closest to its max-slew limit: a little under 1 ns
* Biggest fanout along the worst timing path: 5
- After the first detailed-routing iteration, the DRC count stood at 233.
- Most used cells in the layout excluding fill and tap cells: sky130_fd_sc_hd__buf_4 (56), sky130_fd_sc_hd__clkdlybuf4s50_1 (39), sky130_fd_sc_hd__nand2_1 (35)
- Standard cell core area: between 5000 and 6000 µm²
* Num Clock Sinks: 3
* Number of flip-flops under the largest register name: 3
* Average wire per cell in the routed design: roughly 15 µm
* Detailed-route vias per instance: 5.82
- Data arrival time of the critical path: 4.74 ns
* Total number of vias: 3524
* Mean cell area of the mapped netlist: about 7.5 µm²
- Setup violations remaining at the end of the flow were counted as 0.
- Startpoint of the most critical register-to-register path: state[2]$_SDFF_PP0_
* Max-cap violations: 0
- GPL Wtd Cong: about 0.95
- Critical path data required time: between 4 and 5 ns
- In this run the count of I/O pins placed on the die edge is a little over 80.
- The die is 81.5 µm tall.
* Number of antenna violations at the first check in global routing: 0
- Async SR Flop Fraction: 0%
- The final layout reports a setup TNS of 0 ns.
- FF-to-FF End: state[0]$_SDFF_PP0_
* DR DRC count: 0
* Global route overflow: 0
- Critical path origin: Red_X[6]
- Main synth FF type: sky130_fd_sc_hd__dfxtp_1
- Counting flops per register, the top entry is state.
- In the final layout, the share of cells above drive strength 1 is roughly a quarter.
* R2R cell count: 4
* Last element of the critical path: trail_addr[14]
- Counting the warning lines in the Yosys log gives 18.
- Crit path setup slack, layout: about 0.14 ns
- The final report gives the core utilization as between 70% and 80%.
- The logs give a warning total of approximately 40.
- Classification of the worst-slack hold path: reg2reg
* Pwr Density: about 140 nW/µm²
* Chip footprint: 6630 µm²
- Part of the total power dissipated in sequential elements: 3.3%
* Unique masters post-synth: about 80
- Setup slack of the worst register-to-register path: 4.50 ns
* Pin count of the biggest net entering global routing: 26
- For this design the total switching power over the nets is about 0.28 mW.
- For reference, the final report shows the hold violation count at 0.
- After synthesis, the largest area contributor takes up between 10% and 20% of total cell area.
- Of the synthesized area, sequential elements account for under 10%.
* DR pass1 iterations: 5
* Number of hold-repair buffers added at the cts stage: 0
* Final worst path period share: 97.8%
- Internal Power: 0.345 mW
- Switching part of the total power: approximately 44%
- Insertion delay to the later sink of the worst-skew pair: 0.21 ns
- Die span in x: 81.5 µm
- Across all checked pins, the minimum headroom to the slew limit is ~36%.
* Number of global-route vias before repair: 3050
* Slew Limit Fails: 0
* Design Power: roughly 0.62 mW
- Tally of buffers added on design ports: ~57
- Summed over all nets, the half-perimeter wirelength after detailed placement is roughly 7 mm.
- Across the VDD grid, the largest voltage drop is around 120 µV.
* Area growth from synthesis to final layout: 40.6%
- Relative contribution of the clock network to total power: under 10%
- The CTS report gives the tree buffer count as 3.
- Instance tally after logic synthesis: ~420
- Clock Pin Slew Worst Setup and Hold Paths: roughly 0.030 ns
* Most area-hungry cell type in the Yosys netlist: sky130_fd_sc_hd__ha_1
- In this run the deepest clock path goes through 2 buffers.
- Core Util at FP: roughly 53%
- Total cells reported by yosys after synthesis: between 400 and 500
* Routed WL: 8.96 mm
- The first global-routing pass estimated 14.2 mm of wire.
- Per the cell usage report, the commonest logic cell in the layout is sky130_fd_sc_hd__buf_4.
- The clock period could shrink to 5.96 ns.
- Counting flops with a built-in enable in the synthesized netlist gives 0.
- Flops after synth: 3
- Static leakage power: between 1.5 and 2 nW
[timing repair]
item	in CTS	in global routing
pin swaps	25	24
setup buffers	8	2
setup endpoints to repair	6	8
gates cloned	0	0
resized	31	35
[power groups by stage]
stage | sequential [mW] | clock, mW | combinational [mW]
final | 0.0204 | 0.0570 | 0.545
after global routing | 0.0204 | 0.0604 | 0.599
after CTS | 0.0204 | 0.0584 | 0.518
[worst max-delay path, stage by stage]
cell and delay, ns:
sky130_fd_sc_hd__clkdlybuf4s50_1 0.50, sky130_fd_sc_hd__nand3_2 0.09, sky130_fd_sc_hd__xnor2_2 0.15, sky130_fd_sc_hd__ha_2 0.20, sky130_fd_sc_hd__inv_1 0.05, sky130_fd_sc_hd__fa_2 0.33
sky130_fd_sc_hd__buf_4 0.14, sky130_fd_sc_hd__xor2_1 0.15, sky130_fd_sc_hd__mux2_4 0.32, sky130_fd_sc_hd__a31o_4 0.23, sky130_fd_sc_hd__a211oi_4 0.20, sky130_fd_sc_hd__nand2_2 0.11
sky130_fd_sc_hd__xnor2_1 0.13, sky130_fd_sc_hd__mux2i_1 0.14, sky130_fd_sc_hd__o221ai_1 0.13, sky130_fd_sc_hd__a22oi_1 0.15, sky130_fd_sc_hd__clkdlybuf4s50_1 0.49
[synth_stat cells, types with 7 or more instances]
library cell	count
sky130_fd_sc_hd__a21o_1	7
sky130_fd_sc_hd__a21oi_1	17
sky130_fd_sc_hd__a31oi_1	11
sky130_fd_sc_hd__buf_4	19
sky130_fd_sc_hd__clkbuf_1	7
sky130_fd_sc_hd__ha_1	41
sky130_fd_sc_hd__inv_1	22
sky130_fd_sc_hd__mux2_2	8
sky130_fd_sc_hd__mux2i_1	10
sky130_fd_sc_hd__nand2_1	36
sky130_fd_sc_hd__nand2b_1	7
sky130_fd_sc_hd__nand3_1	11
sky130_fd_sc_hd__nor2_1	34
sky130_fd_sc_hd__nor3_1	9
sky130_fd_sc_hd__o21ai_0	19
sky130_fd_sc_hd__o221ai_1	8
sky130_fd_sc_hd__xnor2_1	25
sky130_fd_sc_hd__xor2_1	13
[layout make-up]
class                   count  area (µm²)  area share, %
repair buffers            115        1030           23.1
inverters                  24        90.1           2.03
multi-input cells         384        3120           70.4
clock buffers               4        45.0           1.01
well taps                  75        93.8           2.11
flip-flops and latches      3        60.1           1.35
[per-layer routing]
layer  wire length [µm]  part of all wire [%]  global-route usage, %  vias to the layer above
met1               4490                    50                   44.1                     1634
met3                636                   7.1                   1.69                        8
met4                 46                  0.51                   2.14                        0
met5                  0                     0                      0                        -
met2               3790                    42                   41.9                      145
li1                   -                     -                      -                     1737
[worst min-delay path by stage]
stage                                  to  depth (start not counted)
after CTS             state[0]$_SDFF_PP0_                          3
after global routing  state[0]$_SDFF_PP0_                          3
final                 state[0]$_SDFF_PP0_                          3
[cells by family (layout without fill, tap and decap cells)]
family	count (synthesis)	in the layout	synth area share (%)
XOR/XNOR	39	39	11.1
other	1	18	0.119
AND-OR/OR-AND	113	113	26.0
buffers and inverters	52	143	8.48
AND/OR/NAND/NOR	146	146	25.2
flip-flops	3	3	1.90
adder cells (fa/ha/maj)	45	45	18.8
multiplexers	23	23	8.52
[per-stage QoR]
stage / cells / hold WS (ns) / instance area (µm²)
after global routing: 605 / 0.772 / 4440
after floorplan: 439 / 0.643 / 3220
after CTS: 603 / 0.718 / 4260
after detailed placement: 591 / 0.706 / 4070
after global placement: 591 / 0.688 / 4070
final: 605 / 0.718 / 4440
Power figures rest on the tool's default switching activity, not on a simulated workload.
